### run.sh
#!/bin/bash
# OpenROAD 26Q1-2900-gdf79404cd8, Yosys 0.63+post, stock flow scripts
make -C /OpenROAD-flow-scripts/flow DESIGN_CONFIG=/design/flow/config.mk WORK_HOME=/design/flow/orfs finish
### config.mk
export PLATFORM = sky130hd
export DESIGN_NAME = uart
export DESIGN_NICKNAME = uart
export VERILOG_FILES = /design/flow/design.v
export SDC_FILE = /design/flow/constraint.sdc
export NUM_CORES = 4
export LEC_CHECK = 1
export CORE_UTILIZATION = 30
### constraint.sdc
current_design uart

set clk_period 4.7
set clk_io_pct 0.2

create_clock -name clk0 -period $clk_period [get_ports {sys_clk}]

set non_clock_inputs [all_inputs -no_clocks]
set_input_delay [expr $clk_period * $clk_io_pct] -clock clk0 $non_clock_inputs
set_output_delay [expr $clk_period * $clk_io_pct] -clock clk0 [all_outputs]
### design.v
module uart #(
	parameter base_addr = 6'h0C,	    
	parameter clk_freq = 10000000,  
	parameter baud = 9600
) (
	input sys_clk,
	input sys_rst,
	input [5:0] io_a,
	input io_we,
	input io_re,
	input [7:0] io_di,
	output reg [7:0] io_do,
	output rxc_irq,  
	output txc_irq,  
	output udr_irq,  
	input txc_irq_ack,  
	input uart_rx,
	output uart_tx
);
reg [7:0] UBRR;  
wire [7:0] rx_data;  
wire [7:0] tx_data;  
wire tx_wr, tx_done, tx_reg_empty, rx_rd, rx_done;
wire frame_error;
wire transceiver_rx;
uart_transceiver transceiver(
	.sys_clk(sys_clk),
	.sys_rst(sys_rst),
	.uart_rx(transceiver_rx),
	.uart_tx(uart_tx),
	.divisor(UBRR),
	.rx_data(rx_data),
	.rx_done(rx_done),
	.tx_data(tx_data),
	.tx_wr(tx_wr),
	.tx_done(tx_done),
	.tx_reg_empty(tx_reg_empty),  
	.frame_error(frame_error)
);
assign transceiver_rx = THRU ? uart_tx : uart_rx;
localparam udr_addr 	= base_addr;
localparam ubrr_addr 	= base_addr + 6'd1;
localparam ucr_addr 	= base_addr + 6'd2;
localparam usr_addr 	= base_addr + 6'd3;
wire csr_selected = (io_a == base_addr) | (io_a == ubrr_addr) | (io_a == ucr_addr) | (io_a == usr_addr);
assign tx_data = io_di;
assign tx_wr = (io_a == udr_addr) & io_we;
assign rx_rd = (io_a == udr_addr) & io_re;
localparam default_divisor = clk_freq/baud/16;
reg THRU;
reg break_en;
reg RXC, TXC, UDRE, OR;  
wire FE = frame_error;  
reg RXCIE, TXCIE, UDRIE;
always @(posedge sys_clk, posedge sys_rst) begin
	if(sys_rst) begin
		io_do <= 8'd0;
		UBRR <= default_divisor;
		RXC <= 1'b0;
		TXC <= 1'b0;
		UDRE <= 1'b1;
		OR <= 1'b0;
		RXCIE <= 1'b0;
		TXCIE <= 1'b0;
		UDRIE <= 1'b0;
        THRU <= 1'b0;
	end else begin
		io_do <= 8'd0;
		RXC <= rx_done ? 1'b1 : (rx_rd ? 1'b0 : RXC);
		TXC <= tx_done ? 1'b1 : (txc_irq_ack ? 1'b0 : TXC);  
		UDRE <= tx_reg_empty;  
		OR <= rx_done ? 1'b1 : (rx_rd ? 1'b0 : OR);  
		if(csr_selected) begin
			if(io_re) begin  
				case(io_a)  
					udr_addr	: io_do <= rx_data;
					ubrr_addr	: io_do <= UBRR;
					ucr_addr	: io_do <= {RXCIE, TXCIE, UDRIE, THRU, 4'd0};  
					usr_addr	: io_do <= {RXC, TXC, UDRE, FE, OR, 3'd0};  
				endcase
            end
			if(io_we) begin  
				case(io_a)
					udr_addr	:;  
					ubrr_addr	: UBRR <= io_di[7:0];
					ucr_addr	: {RXCIE, TXCIE, UDRIE, THRU} <= io_di[7:4];
					usr_addr	:  
					begin
						if(io_di[6])	TXC <= 1'b0;  
					end
				endcase
			end
		end
	end
end
assign rxc_irq = RXCIE & RXC;
assign txc_irq = TXCIE & TXC;
assign udr_irq = UDRIE & UDRE;
endmodule
module uart_transceiver(
	input sys_rst,
	input sys_clk,
	input uart_rx,
	output reg uart_tx,
	input [7:0] divisor,  
	output reg [7:0] rx_data,
	output reg rx_done,
	input [7:0] tx_data,
	input tx_wr,
	output reg tx_done,
	output wire tx_reg_empty,
	output reg frame_error
);
reg [7:0] enable16_counter;
wire enable16;
assign enable16 = (enable16_counter == 8'd0);
always @(posedge sys_clk) begin
	if(sys_rst)
		enable16_counter <= divisor - 8'b1;
	else begin
		enable16_counter <= enable16_counter - 8'd1;
		if(enable16)
			enable16_counter <= divisor - 8'b1;
	end
end
reg uart_rx1;
reg uart_rx2;
always @(posedge sys_clk) begin
	uart_rx1 <= uart_rx;
	uart_rx2 <= uart_rx1;
end
reg rx_busy;
reg uart_rx_r;
reg [3:0] rx_count16;
reg [3:0] rx_bitcount;
reg [7:0] rx_reg;
always @(posedge sys_clk) begin
	if(sys_rst) begin
		rx_done <= 1'b0;
		rx_busy <= 1'b0;
		rx_count16  <= 4'd0;
		rx_bitcount <= 4'd0;
		frame_error <= 1'b0;
		uart_rx_r <= 1'b1;  
	end else begin
		rx_done <= 1'b0;
		if(enable16) begin
			uart_rx_r <= uart_rx2;
			if(~rx_busy) begin  
				if(~uart_rx2 & uart_rx_r) begin  
					rx_busy <= 1'b1;
					rx_count16 <= 4'd7;
					rx_bitcount <= 4'd0;
				end
			end else begin
				rx_count16 <= rx_count16 + 4'd1;
				if(rx_count16 == 4'd0) begin  
					rx_bitcount <= rx_bitcount + 4'd1;
					if(rx_bitcount == 4'd0) begin  
						if(uart_rx2)
							rx_busy <= 1'b0;
					end else if(rx_bitcount == 4'd9) begin
						rx_busy <= 1'b0;
						if(uart_rx2) begin  
							rx_data <= rx_reg;
							rx_done <= 1'b1;
							frame_error <= 1'b0;
						end else   
							frame_error <= 1'b1;
					end else
						rx_reg <= {uart_rx2, rx_reg[7:1]};
				end
			end
		end
	end
end
reg tx_busy;
reg [3:0] tx_bitcount;
reg [3:0] tx_count16;
reg [7:0] tx_reg;
always @(posedge sys_clk) begin
	if(sys_rst) begin
		tx_done <= 1'b0;
		tx_busy <= 1'b0;
		uart_tx <= 1'b1;
	end else begin
		tx_done <= 1'b0;
		if(tx_wr) begin
			tx_reg <= tx_data;
			tx_bitcount <= 4'd0;
			tx_count16 <= 4'd1;
			tx_busy <= 1'b1;
			uart_tx <= 1'b0;  
		end else if(enable16 && tx_busy) begin
			tx_count16  <= tx_count16 + 4'd1;
			if(tx_count16 == 4'd0) begin
				tx_bitcount <= tx_bitcount + 4'd1;
				if(tx_bitcount == 4'd8) begin
					uart_tx <= 1'b1;  
				end else if(tx_bitcount == 4'd9) begin
					uart_tx <= 1'b1;
					tx_busy <= 1'b0;
					tx_done <= 1'b1;
				end else begin
					uart_tx <= tx_reg[0];  
					tx_reg <= {1'b0, tx_reg[7:1]};
				end
			end
		end
	end
end
assign tx_reg_empty = ~tx_busy;
endmodule
==> impl_metrics.json <==
{
  "run_status": "finished, final reports clean",
  "path_max_fanout": 13,
  "gr-usage-all-layers": 0.1269,
  "postCtsHoldBufs": 0,
  "clock_skew_ns": 0.006109,
  "ys_types": 46,
  "syn_area_sq_um": 3580,
  "hold_class": "reg -> reg",
  "p_per_area_nw_per_um2": 400.4,
  "vias_per_cell": 4.862,
  "core_util_floorplan": 0.3108,
  "core_area_sq_um": 11520,
  "n_antenna_cell": 0,
  "path_clk_slew_ns": 0.06,
  "ant_nets": 0,
  "synthFlopType": "edfxtp_1",
  "ys_cells": 295,
  "io_buffers": 31,
  "placementRows": 39,
  "syn-instance-count": 295,
  "post-route-min-period_ns": 2.954,
  "postSynthSeqShare": 0.5701,
  "vias": 2329,
  "synth_top_area_share": 0.2684,
  "final_common_cell": "edfxtp_1",
  "ys_ff": 80,
  "die_x_um": 111.2,
  "ctsResizeCount": 0,
  "ir_drop_mv": 0.1829,
  "criticalPathCategory": "in -> reg",
  "cp.arrival_ns": 2.92,
  "io_pins": 32,
  "synth-edff-count": 32,
  "warnings": 31,
  "yosys_warnings": 2,
  "die_area_sq_um": 12370,
  "clock_latency_ns": 0.33,
  "worstPathRequired_ns": 4.67,
  "max_freq_ghz": 0.3385,
  "async_reset_ff_frac": 0.2875,
  "drtPass1Iterations": 21,
  "largest_area_cell": "edfxtp_1",
  "timing.slew.headroom": 0.4844,
  "regArea_sq_um": 2041,
  "hpwl_um": 5158,
  "drive_gt1_frac": 0.1548,
  "yosysChipArea_sq_um": 3580,
  "drc": 0,
  "grt_max_degree": 28,
  "endpoint_kind": "flip-flop",
  "finalHoldViolCount": 0,
  "grt_pass1_vias": 2359,
  "critPathMaxStageDelay_ns": 0.73,
  "avgSynthCellArea_sq_um": 12.13,
  "die_h_um": 111.2,
  "cts_max_path_buffers": 2,
  "mi_logic_area_sq_um": 1439,
  "grt_antenna_before_repair": 0,
  "cpMaxStageDelayCell": "clkdlybuf4s50_1",
  "finalCritPeriodShare": 0.6286,
  "setup_viol": 0,
  "cts_tree": "yes",
  "drt-total-wl_um": 7266,
  "wire_per_inst_um": 15.17,
  "num-fill-cells": 1090,
  "cp_cell_sequence": "clkdlybuf4s50_1 > nor2_1 > nand2_1 > a21oi_1",
  "gp_congestion": 0.7948,
  "max_slew.worst_pin.slew_ns": 0.7733,
  "syn2layout_area_growth_pct": 22.23,
  "tns_ns": 0,
  "grt-ovfl-total": 0,
  "leakagePower_uw": 0.001653,
  "grt_pass1_wl_um": 12210,
  "cts_root_buf": "clkbuf_16",
  "rsz0062_at_grt": "no",
  "final_layout_top_logic_cells": "edfxtp_1 (32), clkdlybuf4s50_1 (31), dfxtp_1 (25)",
  "start_kind": "input pin",
  "synthTopCellsByArea": "edfxtp_1 (27%), dfrtp_1 (14%), dfxtp_1 (14%)",
  "cts.sinks": 80,
  "ctsHtreeMaxLevel": 3,
  "drv_cap": 0,
  "drv_slew": 0,
  "cts_inserted_buffers": 9,
  "first_iter_violations": 75,
  "postLayoutCoreUtil": 0.3799,
  "cts_setup_buffers": 0
}
per-layer routing:
layer	vias up	wire length, um	GRT usage
met3	11	580	0.03958
met2	74	3035	0.1729
li1	1138	-	-
met4	0	112	0.02072
met5	-	0	0
met1	1106	3538	0.2072
cells in the mapped netlist, types with 2 or more instances:
| cell | n |
|---|---|
| mux2_2 | 21 |
| mux2i_1 | 7 |
| nand2_1 | 14 |
| a31oi_1 | 2 |
| nand2b_1 | 4 |
| edfxtp_1 | 32 |
| nor3_1 | 12 |
| mux4_2 | 4 |
| clkbuf_1 | 7 |
| and2_1 | 6 |
| o31ai_1 | 4 |
| o21ai_0 | 6 |
| buf_2 | 2 |
| nand4_1 | 5 |
| nor3b_1 | 2 |
| dfxtp_1 | 25 |
| nor4_1 | 3 |
| or4_1 | 3 |
| inv_1 | 16 |
| nand3_1 | 9 |
| nor2_1 | 18 |
| and3_1 | 4 |
| a21oi_1 | 11 |
| nor2b_1 | 5 |
| a311oi_1 | 2 |
| nand3b_1 | 3 |
| dfstp_2 | 3 |
| xor2_1 | 9 |
| xnor2_1 | 8 |
| nor4bb_1 | 2 |
| ha_1 | 12 |
| dfrtp_1 | 20 |
area by class of cell:
cell class | instances | area share
Timing Repair Buffer | 35 | 0.07778
Sequential cell | 80 | 0.4664
Tap cell | 143 | 0.04089
Clock buffer | 11 | 0.05319
Inverter | 16 | 0.01373
Clock inverter | 5 | 0.01916
Multi-Input combinational cell | 189 | 0.3289
critical path, delay by kind of cell:
family / cells / cell delay [ns]
buffers and inverters: 1 / 0.73
AND-OR/OR-AND: 1 / 0.64
AND/OR/NAND/NOR: 2 / 0.60
cell families (layout without fill, tap and decap cells):
logic type / count (synthesis) / after routing / share of synthesized area
simple gates: 96 / 96 / 0.1503
flops: 80 / 80 / 0.5701
compound gates: 32 / 32 / 0.05733
mux: 32 / 32 / 0.1108
buf+inv: 26 / 67 / 0.02796
xor+xnor: 17 / 17 / 0.04160
fa+ha+maj: 12 / 12 / 0.04194
final timing paths:
path / start / to / slack, ns / depth (start not counted)
worst min register to register: transceiver.uart_rx1$_DFF_P_ / transceiver.uart_rx2$_DFF_P_ / 0.32 / 0
worst max-delay path: io_a[0] / transceiver.tx_reg[5]$_DFFE_PP_ / 1.75 / 4
worst max register to register: transceiver.enable16_counter[0]$_DFF_P_ / transceiver.tx_reg[5]$_DFFE_PP_ / 1.97 / 6
worst min-delay path: transceiver.uart_rx1$_DFF_P_ / transceiver.uart_rx2$_DFF_P_ / 0.32 / 0
min in group asynchronous: sys_rst / THRU$_DFFE_PP0P_ / 1.50 / 3
max in group asynchronous: sys_rst / UDRE$_DFF_PP1_ / 2.89 / 3
through the flow:
stage                     cell area, sq um  hold slack, ns  total power [uW]  std cells  setup slack [ns]
after floorplan                       3580          0.3096             961.7        295             2.200
final                                 4375          0.3249              1752        479             1.746
after detailed placement              4059          0.3132              1026        463             1.414
after global routing                  4375          0.3417              1823        479             1.557
after global placement                4059          0.3102              1025        463             1.510
after CTS                             4375          0.3270              1768        479             1.759
where the power goes:
group          switching, uW  leakage, uW  internal (uW)
clock network            272     0.000146            466
logic                   84.2     0.000712           99.5
registers               61.9     0.000795            768
Power and IR drop assume default switching activity.
