## ./config.mk

```make
export PLATFORM = sky130hd
export DESIGN_NAME = spi
export DESIGN_NICKNAME = spi
export VERILOG_FILES = /design/flow/design.v
export SDC_FILE = /design/flow/constraint.sdc
export NUM_CORES = 4
export LEC_CHECK = 1
export CORE_UTILIZATION = 50
```

## ./constraint.sdc

```tcl
current_design spi

set clk_period 5.5
set clk_io_pct 0.2

create_clock -name clk0 -period $clk_period [get_ports {sys_clk}]

set non_clock_inputs [all_inputs -no_clocks]
set_input_delay [expr $clk_period * $clk_io_pct] -clock clk0 $non_clock_inputs
set_output_delay [expr $clk_period * $clk_io_pct] -clock clk0 [all_outputs]
```

## ./design.v

```verilog
module spi #(
	parameter base_addr = 6'h15
) (
	input sys_clk,
	input sys_rst,
	input [5:0] io_a,
	input io_we,
	input io_re,
	input [7:0] io_di,
	output reg [7:0] io_do,
	output wire spi_irq,  
	input wire spi_irq_ack,  
	input wire spi_miso,
	output wire spi_mosi,
	output wire spi_sck
);
localparam spdr_addr 	= base_addr;
localparam spir_addr	= base_addr + 6'd1;
localparam spcr_addr	= base_addr + 6'd2;
localparam spsr_addr	= base_addr + 6'd3; 
reg [3:0] SPIR;  
reg SPIE, SPE, CPOL, CPHA, SPIF;
wire [7:0] tx_data, rx_data;  
reg [7:0] rx_data_reg;  
wire tx_wr, spsr_rd, spi_done;
spi_transceiver transceiver(
	.sys_rst(sys_rst),
	.sys_clk(sys_clk),
	.spi_miso(spi_miso),
	.spi_mosi(spi_mosi),
	.spi_sck(spi_sck),
	.divisor(SPIR),
	.spi_enable(SPE),
	.rx_data(rx_data),
	.tx_data(tx_data),
	.tx_wr(tx_wr),
	.spi_done(spi_done),
	.cpol(CPOL),
	.cpha(CPHA)
);
wire csr_selected = (io_a == spdr_addr) | (io_a == spir_addr) | (io_a == spcr_addr)
				  | (io_a == spsr_addr);
assign tx_wr = io_we & (io_a == spdr_addr);
assign spsr_rd = io_re & (io_a == spsr_addr);
assign tx_data = io_di;
always @(posedge sys_clk, posedge sys_rst) begin
	if(sys_rst) begin  
		io_do <= 8'd0;
		SPIE <= 1'b0;
		SPE  <= 1'b0;
		CPOL <= 1'b0;
		CPHA <= 1'b0;
		SPIF <= 1'b0;
		SPIR <= 4'd0;
		rx_data_reg <= 8'd0;
	end else begin
		io_do <= 8'd0;
		SPIF <= (spi_done & SPE) ? 1'b1 : ((spi_irq_ack | spsr_rd) ? 1'b0 : SPIF);
		if(spi_done)
			rx_data_reg <= rx_data;
		if(csr_selected) begin
			if(io_re) begin
				case(io_a)  
					spdr_addr: io_do <= rx_data_reg;  
					spir_addr: io_do <= {4'd0, SPIR};  
					spcr_addr: io_do <= {SPIE, SPE, 2'd0, CPOL, CPHA, 2'd0};  
					spsr_addr: io_do <= {SPIF, 7'd0};  
				endcase
			end
			if(io_we) begin
				case(io_a)
					spdr_addr: ;  
					spir_addr: SPIR <= io_di[3:0];
					spcr_addr: begin
							SPIE <= io_di[7]; SPE <= io_di[6]; 
							CPOL <= io_di[3]; CPHA <= io_di[2];
						end
					spsr_addr: ;  
				endcase
			end
		end
	end
end
assign spi_irq = SPIE & SPIF;
 endmodule
 module spi_transceiver(
	input wire sys_rst,
	input wire sys_clk,
	input wire spi_miso,
	output wire spi_mosi,
	output reg spi_sck,
	input wire [3:0] divisor,
	input wire spi_enable,
	output wire [7:0] rx_data,
	input wire [7:0] tx_data,
	input wire tx_wr,
	output reg spi_done,
	input wire cpol,
	input wire cpha
 );
localparam IDLE = 2'b00;
localparam CP2  = 2'b01;
localparam CP1  = 2'b10;
reg [1:0] state;
reg ena;
reg [11:0] count;
always @(posedge sys_clk, posedge sys_rst) begin
	if(sys_rst)
		count <= 12'd1;
	else if(spi_enable && (state != IDLE) && (count != 12'b0))
		count <= count - 12'h1;
	else
		case(divisor)  
			4'h0: count <= 12'd1; 		 
			4'h1: count <= 12'd3; 		 
			4'h2: count <= 12'd7; 		 
			4'h3: count <= 12'd7; 		 
			4'h4: count <= 12'd15; 		 
			4'h5: count <= 12'd63; 		 
			4'h6: count <= 12'd127; 	 
			4'h7: count <= 12'd255; 	 
			4'h8: count <= 12'd511; 	 
			4'h9: count <= 12'd1023; 	 
			4'hA: count <= 12'd2047; 	 
			4'hB: count <= 12'd4095; 	 
			default: count <= 12'd1; 	 
		endcase;
end
wire sclk_ena = ~|count;  
reg [2:0] bcnt;
reg [7:0] data_reg;
always @(posedge sys_clk, posedge sys_rst) begin
	if(sys_rst) begin
		state <= IDLE;
		bcnt <= 3'd0;
		data_reg <= 8'd0;
		spi_sck <= 1'b0;
	end
	else if(~spi_enable) begin
		state <= IDLE;
		bcnt <= 3'd0;
		data_reg <= 8'd0;
		spi_sck <= 1'b0;
	end
	else begin
		spi_done <= 1'b0;
		case(state)
			IDLE: begin
				bcnt <= 3'd7;
				if(~tx_wr) begin
					data_reg <= 8'd0;
					spi_sck <= cpol;  
				end else begin  
					state <= CP2;
					data_reg <= tx_data;  
					if(cpha) spi_sck <= ~spi_sck;  
				end
			end
			CP2: begin  
				if(sclk_ena) begin
					spi_sck <= ~spi_sck;
					state <= CP1;
				end
			end
			CP1: begin
				if(sclk_ena) begin
					data_reg <= {data_reg[6:0], spi_miso};  
					bcnt <= bcnt - 3'd1;
					if(~|bcnt) begin  
						state <= IDLE;
						spi_sck <= cpol;
						spi_done <= 1'b1;
					end else begin
						state <= CP2;
						spi_sck <= ~spi_sck;
					end
				end
			end
			default: state <= IDLE;  
		endcase;
	end
end
assign spi_mosi = data_reg[7];
assign rx_data = data_reg;
endmodule
```

## ./run.sh

```bash
#!/bin/bash
# OpenROAD 26Q1-2900-gdf79404cd8, Yosys 0.63+post, stock flow scripts
make -C /OpenROAD-flow-scripts/flow DESIGN_CONFIG=/design/flow/config.mk WORK_HOME=/design/flow/orfs finish
```

==> impl_metrics.ini <==
; generated from flow reports
[status]
status = finished clean

[die]
rows = 26
die_area_sq_mm = 0.00578
num_io_pins = 31
core_sq_mm = 0.00520
die_h_um = 76.0
fp.dieW_um = 76.0
fp_util_pct = 52.6

[critical_path]
crit_path_max_fanout = 10
setup.worst_path.class = in -> reg
cp_slowest_cell = nor3_1
timing.rr.start = transceiver.state[0]$_DFFE_PP0P_
worstReg2RegEnd = transceiver.data_reg[1]$_DFFE_PP0P_
worstPathCellList = clkdlybuf4s50_1 > nand3b_1 > nor3_1 > a221oi_1 > a211oi_1
arrival_ps = 3190
worstPathRequired_ps = 5720
cp-startpoint = io_a[1]
start_kind = primary input
r2r_cells = 5
end_kind = flop
crit_path_end = transceiver.data_reg[1]$_DFFE_PP0P_
max_stage_delay_ps = 730
r2r_setup_slack_ps = 3170

[logic_synthesis]
yosys-stat-area_sq_mm = 0.00274
synthDistinctLibCells = 50
ys_seq_share_pct = 47.7
ys_cells = 252
area_leaders = dfrtp_1 (46%), mux2_2 (7.8%), ha_1 (4.6%)
xor_share_pct = 2.88
synth-edff-count = 1
ys_top_cells_by_count = dfrtp_1 (50), inv_1 (21), mux2_2 (19)
async_flop_share_pct = 98.1
synth_top_cell_by_area = dfrtp_1
simple_gate_share_pct = 15.7
mux_share_pct = 9.63
synth_area_sq_mm = 0.00274
top_cell = dfrtp_1
logic_family = simple AND/OR/NAND/NOR gates
synth.avg_cell_area_sq_um = 10.9
adder_share_pct = 4.57
flop_cell = dfrtp_1
netlist_instances = 252
yosys_warnings = 2
ys.flops = 52
yosysTopAreaCellShare_pct = 45.7
synthAoiAreaFrac_pct = 14.9

[pwr]
vdd_ir_drop_max_v = 0.0000974
p_comb_share_pct = 15.7
clkPwrFrac_pct = 27.6
finalPower_mw = 0.786
p_sw_mw = 0.228
seqPwrFrac_pct = 56.8
powerDensity_mw_per_mm2 = 246
p_leak_nw = 1.31
swShare_pct = 29.0
p_int_mw = 0.558

[detailed_routing]
ant_nets = 0
first_pass_iters = 4
diodes = 0
drc_errors = 0
drt_iter0_drc = 125
routed_via_density = 5.62
vias = 1977
routed_wl_um = 5600
routedWlPerCell_um = 15.9

[layout]
drive_above_1_share_pct = 13.5
top_register = transceiver.count
fillers = 450
post-route-util_pct = 61.3
stdcell_count = 352
largest_reg_flops = 12
syn_to_final_growth_pct = 16.4

[place]
port_buffers = 30
post-place-ws_ps = 2230
dp_hpwl_um = 4040
place.gp.congestion = 0.820
placed_cells = 344

[flow_run]
cap_violations = 0
tool_warnings = 31

[clock_network]
clock_sinks = 52
hold_buffers = 0
post_cts_buffers = 0
cts.clk_slew.worst_paths_ps = 100
cts_made_buffers = 5
cts_resized = 0
htree_levels = 2
cts-root-buf = clkbuf_8
cts_tree = yes
max-clock-path-buffers = 2
insertion_delay_ps = 310

[grt]
grt_util_met1_pct = 39.0
grtUsageMet2_pct = 31.2
grt_overflow = 0
first_global_vias = 1981
grt_pass1_wl_um = 9980
grt_max_degree = 46
grt_usage_pct = 22.6
antenna_found_initial = 0
busiest_layer = met1
use_met3_pct = 5.84

[final_timing]
tightestPinTransition_ps = 882
finalCritPeriodShare_pct = 54.1
finClkSkew_ps = 9.91
period_minus_slack_ps = 2970
hold_violations = 0
setup_viol = 0
worst_slack_ps = 2530
finalSetupTns_ps = 0
slew_viol_final = 0
max-slew-margin-rel_pct = 40.8
fmax_ghz = 0.336
rsz0062_at_grt = no

[min_path]
min_path_type = reg -> reg
[logic make-up after synthesis]
family / Yosys count
AND/OR/NAND/NOR: 69
flip-flops: 52
adder cells (fa/ha/maj): 10
AND-OR/OR-AND: 56
XOR/XNOR: 9
multiplexers: 24
buffers and inverters: 32
[metrics by stage]
step	hold slack, ps	cell area (sq um)
after floorplan	440	2740
after global placement	460	3100
after detailed placement	465	3100
after CTS	488	3190
after global routing	516	3190
final	485	3190
[final cells by class]
cell class	instances	area [sq um]	share of cell area, %
well taps	70	87.6	2.75
inverters	21	78.8	2.47
repair buffers	33	323	10.1
multi-input cells	168	1310	40.9
flip-flops and latches	52	1310	41.0
clock inverters	3	18.8	0.588
clock buffers	5	68.8	2.16
[cell usage in the layout, fill, tap and decap left out, types with 3 or more instances in the layout]
cell type        synthesis  routed
a211oi_1                 9       9
a21oi_1                  9       9
a221oi_1                 8       8
a22oi_1                  4       4
a31oi_1                  4       4
and3_1                   3       3
buf_4                    1       3
clkbuf_8                 0       5
clkdlybuf4s50_1          0      30
dfrtp_1                 50      50
ha_1                    10      10
inv_1                   21      20
mux2_2                  19      19
mux2i_1                  5       5
nand2_1                 10      10
nand3_1                  6       6
nor2_1                  11      11
nor2b_1                 10      10
nor3_1                   6       6
nor3b_1                  3       3
nor4b_1                  3       3
o21ai_0                  4       4
o31ai_1                  4       4
or4_1                    4       4
xnor2_1                  5       5
xor2_1                   4       4
[power by group through the flow]
stage | Sequential, mW | Clock (mW) | Combinational (mW)
4_1_cts | 0.446 | 0.224 | 0.124
5_1_grt | 0.452 | 0.245 | 0.140
6_report | 0.446 | 0.217 | 0.123
[critical path, delay by kind of cell]
family	cells	cell delay, ps
buffers and inverters	1	590
AND/OR/NAND/NOR	2	1070
AND-OR/OR-AND	2	430
[per-layer routing]
layer | wire length [um] | share of wire, %
met3 | 325 | 5.8
met2 | 2400 | 43
met5 | 0 | 0
met4 | 52 | 0.93
met1 | 2820 | 50
[how the worst min path moves through the flow]
stage                               from                             end  depth (start not counted)
6_report  transceiver.count[0]$_DFF_PP1_  transceiver.count[0]$_DFF_PP1_                          1
5_1_grt   transceiver.count[0]$_DFF_PP1_  transceiver.count[0]$_DFF_PP1_                          1
4_1_cts   transceiver.count[0]$_DFF_PP1_  transceiver.count[0]$_DFF_PP1_                          1
